===== design/flow/config.mk =====
export PLATFORM = sky130hd
export DESIGN_NAME = uart_master
export DESIGN_NICKNAME = uart_master
export VERILOG_FILES = /design/flow/design.v
export SDC_FILE = /design/flow/constraint.sdc
export NUM_CORES = 4
export LEC_CHECK = 1
export CORE_UTILIZATION = 40

===== design/flow/constraint.sdc =====
current_design uart_master

set clk_period 3.1
set clk_io_pct 0.2

create_clock -name clk0 -period $clk_period [get_ports {clk}]

set non_clock_inputs [all_inputs -no_clocks]
set_input_delay [expr $clk_period * $clk_io_pct] -clock clk0 $non_clock_inputs
set_output_delay [expr $clk_period * $clk_io_pct] -clock clk0 [all_outputs]

===== design/flow/design.v =====
module crc_calc(
  input [7:0] data_in,
  input crc_en,
  output [7:0] crc_out,
  input clear,
  input rst,
  input clk);
  reg [7:0] lfsr_q,lfsr_c;
  assign crc_out = lfsr_q;
  always @(*) begin
    lfsr_c[0] = lfsr_q[0] ^ lfsr_q[3] ^ lfsr_q[4] ^ lfsr_q[6] ^ data_in[0] ^ data_in[3] ^ data_in[4] ^ data_in[6];
    lfsr_c[1] = lfsr_q[1] ^ lfsr_q[4] ^ lfsr_q[5] ^ lfsr_q[7] ^ data_in[1] ^ data_in[4] ^ data_in[5] ^ data_in[7];
    lfsr_c[2] = lfsr_q[2] ^ lfsr_q[5] ^ lfsr_q[6] ^ data_in[2] ^ data_in[5] ^ data_in[6];
    lfsr_c[3] = lfsr_q[3] ^ lfsr_q[6] ^ lfsr_q[7] ^ data_in[3] ^ data_in[6] ^ data_in[7];
    lfsr_c[4] = lfsr_q[0] ^ lfsr_q[3] ^ lfsr_q[6] ^ lfsr_q[7] ^ data_in[0] ^ data_in[3] ^ data_in[6] ^ data_in[7];
    lfsr_c[5] = lfsr_q[0] ^ lfsr_q[1] ^ lfsr_q[3] ^ lfsr_q[6] ^ lfsr_q[7] ^ data_in[0] ^ data_in[1] ^ data_in[3] ^ data_in[6] ^ data_in[7];
    lfsr_c[6] = lfsr_q[1] ^ lfsr_q[2] ^ lfsr_q[4] ^ lfsr_q[7] ^ data_in[1] ^ data_in[2] ^ data_in[4] ^ data_in[7];
    lfsr_c[7] = lfsr_q[2] ^ lfsr_q[3] ^ lfsr_q[5] ^ data_in[2] ^ data_in[3] ^ data_in[5];  
  end  
  always @(posedge clk, negedge rst) begin
    if(!rst) lfsr_q <= 8'hFF;
    else begin
      if(clear) lfsr_q <= 8'hFF;
      else lfsr_q <= crc_en ? lfsr_c : lfsr_q;
    end
  end  
endmodule  
module uart_master
(
	input clk,
	input reset_n,
	input 	logic 	[7:0] 		avsi_data,
	input 	logic 				avsi_valid,
	output 	logic 				avsi_ready,
	output 	logic 				avmm_write,
	output 	logic 	[31:0] 		avmm_address,
	output 	logic 	[31:0]		avmm_writedata,
	input 	logic 				avmm_waitrequest
);
reg [7:0] data;
reg valid;
enum logic [3:0] {idle, addr_0, addr_1, addr_2, addr_3, data_0, data_1, data_2, data_3, crc, write} state, state_next;
wire state_receive = (state == addr_0) | (state == addr_1) | (state == addr_2) | (state == addr_3) | (state == data_0) | (state == data_1) | (state == data_2) | (state == data_3) | (state == crc);
wire start_packet = (data == 8'hFF) & valid;
reg [25:0] counter;
wire [7:0] crc_calculated;
reg [25:0] counter_write;
(*keep*)wire crc_ok;
(*keep*)wire cnt_max; 
(*keep*)wire write_fail; 
assign cnt_max = counter == 26'd50_000_000;
assign write_fail = counter_write == 26'd50_000_000;
assign crc_ok = (crc_calculated == data) & (state == crc) & valid;
crc_calc crc_inst 
(
	.clk(clk),
	.rst(reset_n),
	.clear((state == idle) & valid),
	.data_in(data),
	.crc_en(state_receive & valid),
	.crc_out(crc_calculated)
);
always_ff @ (posedge clk or negedge reset_n)
	if(!reset_n) {data, valid} <= 'h0;
	else if(avsi_ready) {data, valid} <= {avsi_data, avsi_valid};
always_ff @ (posedge clk or negedge reset_n)
	if(!reset_n) counter <= 'h0;
	else if(state_receive)
			if(valid) counter <= 'h0;
			else counter <= counter + 1'b1;
		 else counter <= 'h0;
always_ff @ (posedge clk or negedge reset_n)
	if(!reset_n) counter_write <= 'h0;
	else if(state == write) counter_write <= counter_write + 1'b1;
		 else counter_write <= 'h0;
always_ff @ (posedge clk or negedge reset_n)
	if(!reset_n) state <= idle;
	else state <= state_next;
always_comb
	case(state)
		idle: if(start_packet) state_next = addr_0;
			  else state_next = idle;
		addr_0:		if(valid) state_next = addr_1;
					else if(cnt_max) state_next = idle;
					else state_next = addr_0;
		addr_1:		if(valid) state_next = addr_2;
					else if(cnt_max) state_next = idle;
					else state_next = addr_1;
		addr_2:		if(valid) state_next = addr_3;
					else if(cnt_max) state_next = idle;
					else state_next = addr_2;
		addr_3:		if(valid) state_next = data_0;
					else if(cnt_max) state_next = idle;
					else state_next = addr_3;
		data_0:		if(valid) state_next = data_1;
					else if(cnt_max) state_next = idle;
					else state_next = data_0;
		data_1:		if(valid) state_next = data_2;
					else if(cnt_max) state_next = idle;
					else state_next = data_1;
		data_2:		if(valid) state_next = data_3;
					else if(cnt_max) state_next = idle;
					else state_next = data_2;
		data_3:		if(valid) state_next = crc;
					else if(cnt_max) state_next = idle;
					else state_next = data_3;
		crc:		if(valid)
						if(crc_ok) state_next = write;
						else state_next = idle;
					else if(cnt_max) state_next = idle;
					else state_next = crc;
		write:		if(!avmm_waitrequest) state_next = idle;
					else if(write_fail)	state_next = idle;
					else state_next = write;
		default: 	state_next = idle;
	endcase 
always_ff @ (posedge clk) begin 
		if((state == data_0) && valid) avmm_writedata[7:0] <= data[7:0];
		if((state == data_1) && valid) avmm_writedata[15:8] <= data[7:0];
		if((state == data_2) && valid) avmm_writedata[23:16] <= data[7:0];
		if((state == data_3) && valid) avmm_writedata[31:24] <= data[7:0];
	end 
always_ff @ (posedge clk) begin 
		if((state == addr_0) && valid) avmm_address[7:0] <= data[7:0];
		if((state == addr_1) && valid) avmm_address[15:8] <= data[7:0];
		if((state == addr_2) && valid) avmm_address[23:16] <= data[7:0];	
		if((state == addr_3) && valid) avmm_address[31:24] <= data[7:0];	
	end
assign avsi_ready = (state == write) ? 1'b0:1'b1;
assign avmm_write = state == write;
endmodule 

===== design/flow/run.sh =====
#!/bin/bash
# OpenROAD 26Q1-2900-gdf79404cd8, Yosys 0.63+post, stock flow scripts
make -C /OpenROAD-flow-scripts/flow DESIGN_CONFIG=/design/flow/config.mk WORK_HOME=/design/flow/orfs finish

==> qor.yml <==
run_status:
  outcome: "complete, no violations"
clock_network:
  cts_buffers: 17
  clock_sinks: 144
  post_cts_buffers: 0
  htreeDepth: 4
  cts_buffer_depth: 2
  post_cts_resized: 0
  clk_pin_slew_ns: 0.07
  holdBufCountCts: 0
  clock_latency_ns: 0.41
  cts_tree: "built"
  clock_tree.root_cell: "clkbuf_16"
cells_and_area:
  fin_area_um2: 7540
  final-seq-area_um2: 3940
  fill_cells: 1213
  instances_no_fill: 743
  layout.area.comb_um2: 1930
  syn_to_final_growth_pct: 27.0
  drive_gt1_frac: 0.118
sta:
  rsz0062_at_grt: "no"
  drv_slew: 0
  fin_crit_ns: 2.51
  fin_skew_ns: 0.00907
  hold_violations: 0
  setup_viol: 0
  finalClockPeriodUsage: 0.811
  worst_slack_ns: 0.587
  tightest_slew_ns: 0.580
  slew_headroom: 0.612
  max_freq_ghz: 0.398
  fin_tns_setup_ns: 0
synthesis:
  synth_area_per_cell_um2: 13.0
  synth_area_um2: 5940
  yosys_warnings: 2
  synth_cells: 456
pwr:
  power_density_nw_per_um2: 566
  power_w: 0.00427
  power_leakage_nw: 2.87
  ir_drop_uv: 337
worst_setup_path:
  critical_path_class: "reg -> out"
  critPathTopFamily: "buffers and inverters"
  startpoint_type: "register"
  ff2ff_setup_slack_ns: 1.07
  max_stage_delay_ns: 0.68
  cp_slowest_cell: "dfrtp_1"
  crit_chain: "clkinv_1 -> buf_4 -> clkdlybuf4s50_1"
  r2r_cells: 6
  cp.arrival_ns: 1.89
  path_buffers: 3
  cp-end-kind: "primary output"
  crit_cells: 3
  required_ns: 2.48
  cp_max_fo: 27
die:
  core_um2: 14500
  fp_util: 0.409
  io_pins: 78
  rows: 44
  die_h_um: 124
  die_x_um: 124
  dieArea_um2: 15300
min_path:
  worstHoldPathType: "in -> async"
job:
  warnings: 27
  maxCapViolations: 0
placement:
  place_ws_ns: 0.980
  dp_cells: 711
  routabilityCongestion: 0.843
  io_buffers: 77
  dp_hpwl_um: 7600
  placed_cell_area_um2: 6920
routing:
  diodes: 0
  drc: 0
  detail-route-antenna-nets: 0
  vias_per_cell: 5.04
  post_drt_wl_per_cell_um: 15.3
  drt_iter0_markers: 281
  vias: 3747
  drtPass1Iterations: 4
  totalWireLength_um: 11400
global_routing:
  antenna_found_initial: 0
  grt_max_degree: 31
  grt-ovfl-total: 0
  grt_pass1_vias: 3766
  grt_usage: 0.169
  grt_pass1_wl_um: 19000
-- worst paths after layout --
check,from,end
max,state[4],avsi_ready
min,reset_n,data[2]
max reg2reg,counter[0],counter[22]
min reg2reg,state[1],state[1]
max in group asynchronous,reset_n,state[0]
min in group clk0,state[1],state[1]
-- cell type report --
cell class,count,area share
Tap cell,184,0.0305
Clock inverter,15,0.0260
Clock buffer,17,0.0564
Multi-Input combinational cell,295,0.256
Inverter,8,0.00398
Timing Repair Buffer,80,0.105
Sequential cell,144,0.522
-- through the flow --
stage / hold WS [ns] / utilization
floorplan: 0.324 / -
global placement: 0.481 / 0.476
detailed placement: 0.488 / 0.476
CTS: 0.131 / 0.519
global route: 0.144 / 0.519
finish: 0.127 / 0.519
-- power breakdown --
part / switching [W] / internal, W / leakage (nW) / total, W
logic: 0.0000604 / 0.0000469 / 0.927 / 0.000107
clock network: 0.000832 / 0.00129 / 0.303 / 0.00213
registers: 0.0000288 / 0.00201 / 1.64 / 0.00204
-- layer usage --
| metal | wire, um | GRT usage | vias to the layer above |
|---|---|---|---|
| met5 | 0 | 0 | - |
| met4 | 92 | 0.0173 | 0 |
| met3 | 628 | 0.0430 | 7 |
| met2 | 5260 | 0.254 | 114 |
| met1 | 5420 | 0.272 | 1826 |
| li1 | - | - | 1800 |
-- state kept, by name, summed over array words and instances (netlist names) --
signal and flops:
avmm_address 32, avmm_writedata 32, counter_write 26, state 11, crc_inst.lfsr_q 8, valid 1, data 8, counter 26
-- placed cells by master, fill, tap and decap left out, types with 9 or more instances in the layout --
cell,count
nand2_1,24
nand3_1,24
clkdlybuf4s50_1,76
xnor2_1,27
edfxtp_1,64
a21oi_1,11
clkbuf_16,17
dfrtp_1,71
xor2_1,38
and3_1,11
mux2_2,9
nor2_1,57
and2_1,12
nand4_1,14
dfstp_2,9
Power is estimated from default activity; no workload was simulated.
